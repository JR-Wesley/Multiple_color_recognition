==> design/flow/design.v <==
module rgb2hsv(
    input                         clk,
	input                         rst,	
	input	     [7:0]            rgb_r,
	input	     [7:0]            rgb_g,
	input	     [7:0]            rgb_b,	
	output reg [8:0] 			  hsv_h, 
	output reg [7:0] 			  hsv_s, 
	output reg [7:0] 			  hsv_v  
);
reg [7:0] top; 
reg [13:0] top_60; 
reg [2:0] rgb_se;
reg [2:0] rgb_se_n; 
reg [7:0] max; 
reg [7:0] min; 
reg [7:0] max_min; 
reg [7:0] hsv_s_m;
reg [7:0] max_n;
reg [7:0] division; 
assign r_g = (rgb_r > rgb_g)? 1'b1:1'b0; 
assign r_b = (rgb_r > rgb_b)? 1'b1:1'b0; 
assign g_b = (rgb_g > rgb_b)? 1'b1:1'b0; 
always @ (posedge clk or negedge rst)
begin
	if (!rst)
	begin
		max <= 8'd0;
		min <= 8'd0;
		top <= 8'd0;
		rgb_se <= 3'b010;
	end
	else 
	begin
	case ({r_g,r_b,g_b})
	3'b000:
			begin 
			max <= rgb_b;
			min <= rgb_r;
			top <= rgb_g - rgb_r; 
			rgb_se <= 3'b000;
			end
	3'b001:
			begin 
			max <= rgb_g;
			min <= rgb_r;
			top <= rgb_b - rgb_r; 
			rgb_se <= 3'b001;
			end
	3'b011:
			begin 
			max <= rgb_g;
			min <= rgb_b;
			top <= rgb_r - rgb_b; 
			rgb_se <= 3'b011;
			end
	3'b100:
			begin 
			max <= rgb_b;
			min <= rgb_g;
			top <= rgb_r - rgb_g; 
			rgb_se <= 3'b100;
			end
	3'b110:
			begin 
			max <= rgb_r;
			min <= rgb_g;
			top <= rgb_b - rgb_g; 
			rgb_se <= 3'b110;
			end
	3'b111:
			begin 
			max <= rgb_r;
			min <= rgb_b;
			top <= rgb_g - rgb_b; 
			rgb_se <= 3'b111;
			end
	default
			begin
			max <= 8'd0;
			min <= 8'd0;
			top <= 8'd0;
			rgb_se <= 3'b010;
			end
	endcase
end
end
always @ (posedge clk or negedge rst)
begin
	if (!rst)
		begin
		top_60 <= 14'd0;
		rgb_se_n <= 3'b010;
		max_min <= 8'd0;
		max_n <= 8'd0;
		end
	else
		begin
		top_60 <= {top,6'b000000} - {top,2'b00}; 
		rgb_se_n <= rgb_se;
		max_min <= max - min;
		max_n <= max;
		end
end
always @ (*)
begin
	division = (max_min > 8'd0) ? top_60 / max_min : 8'd240; 
end
always @ (posedge clk or negedge rst)
begin
	if (!rst)
		hsv_h <= 9'd0;
	else 
	begin
	case (rgb_se_n)
	3'b000:
			hsv_h <= 9'd240 - division; 
	3'b001:
			hsv_h <= 9'd120 + division; 
	3'b011:
			hsv_h <= 9'd120 - division; 
	3'b100:
			hsv_h <= 9'd240 + division; 
	3'b110:
			hsv_h <= 9'd360 - division; 
	3'b111:
			hsv_h <= division; 
	default
			hsv_h <= 9'd0;
	endcase
end
end
always @ (*)
begin
	hsv_s_m = (max_n > 8'd0)? {max_min[7:0],8'b00000000} / max_n : 8'd0;
end
always@(posedge clk or negedge rst)
begin
	if (!rst)
      hsv_s <= 8'd0;
	else
	hsv_s <= hsv_s_m;
end
always@(posedge clk or negedge rst)
begin
  if (!rst)
  hsv_v <= 8'd0;
  else
  hsv_v <= max_n;
 end
endmodule
==> design/flow/run.sh <==
#!/bin/bash
# OpenROAD 26Q1-2900-gdf79404cd8, Yosys 0.63+post, stock flow scripts
make -C /OpenROAD-flow-scripts/flow DESIGN_CONFIG=/design/flow/config.mk WORK_HOME=/design/flow/orfs finish
==> design/flow/config.mk <==
export PLATFORM = sky130hd
export DESIGN_NAME = rgb2hsv
export DESIGN_NICKNAME = rgb2hsv
export VERILOG_FILES = /design/flow/design.v
export SDC_FILE = /design/flow/constraint.sdc
export NUM_CORES = 4
export LEC_CHECK = 1
export CORE_UTILIZATION = 50
==> design/flow/constraint.sdc <==
current_design rgb2hsv

set clk_period 52.9
set clk_io_pct 0.2

create_clock -name clk0 -period $clk_period [get_ports {clk}]

set non_clock_inputs [all_inputs -no_clocks]
set_input_delay [expr $clk_period * $clk_io_pct] -clock clk0 $non_clock_inputs
set_output_delay [expr $clk_period * $clk_io_pct] -clock clk0 [all_outputs]
==> flow_metrics.py <==
# Auto-generated metrics
metrics = {
    "synth": {
        "ys_async_sr_fraction": 1.00,
        "flop_cell": "dfrtp_1",
        "synth_cell_types": 103,
        "synth_flops": 83,
        "ys_sh_xor": 0.0633,
        "avgSynthCellArea_um2": 7.84,
        "syn_area_um2": 15200,
        "ys_sh_aoi": 0.293,
        "yosys.area.top_type": "ha_1",
        "postSynthSeqShare": 0.137,
        "mux_share": 0.0523,
        "area_leaders": "ha_1, dfrtp_1, o21a_1",
        "synth-edff-count": 0,
        "synth_cells": 1941,
        "top_area_frac": 0.192,
        "ys_cells": 1941,
        "yosys-stat-area_um2": 15200,
        "synthAdderAreaFrac": 0.205,
        "ys.warnings.count": 4,
        "synthTopLogicFamily": "AND-OR/OR-AND gates",
        "simple_gate_share": 0.205,
    },
    "flow_run": {
        "tool_warnings": 38,
        "cap_violations": 0,
    },
    "clocking": {
        "post_cts_resized": 0,
        "clk_pin_slew_ns": 0.06,
        "clock_path_buffers": 2,
        "cts_tree": "done",
        "root_buffer": "clkbuf_16",
        "cts_hold_buf": 0,
        "ctsHtreeMaxLevel": 3,
        "clk_latency_ns": 0.35,
        "cts_buffers": 9,
        "clock-sinks": 83,
        "postCtsSetupRepairBufs": 0,
    },
    "critical_path": {
        "cpMaxStageDelayCell": "a31oi_1",
        "worstPathArrival_ns": 31.68,
        "critPathLaunchType": "flop",
        "max_stage_delay_ns": 0.82,
        "cp.required_ns": 53.12,
        "critPathMaxFanout": 24,
        "worstSetupEndpointType": "flop",
        "critPathLaunch": "max_n[7]",
        "worst-path-buf-inv": 5,
        "crit_family": "AND-OR/OR-AND gates",
        "critical_path_class": "reg -> reg",
        "r2r-start": "max_n[7]",
        "timing.critical_path.mode_cell": "ha_1",
    },
    "floorplan": {
        "die_h_um": 176,
        "core_area_um2": 29800,
        "die_w_um": 176,
        "dieArea_um2": 31100,
        "fp_util": 0.510,
        "rows": 63,
        "boundaryPins": 51,
    },
    "routing": {
        "drtIter0Drc": 829,
        "wl_per_cell_um": 17.2,
        "vias_per_cell": 5.99,
        "ant_nets": 0,
        "num_vias": 14184,
        "wl_mm": 40.7,
        "antenna-diode-count": 0,
        "drtPass1Iterations": 6,
        "drc": 0,
    },
    "timing": {
        "max_freq_mhz": 31.8,
        "final-hold-violation-count": 0,
        "tightest_slew_ns": 0.998,
        "finalCritPeriodShare": 0.595,
        "min_period_ns": 31.47,
        "report.final.setup_viol": 0,
        "fin_ws_ns": 21.43,
        "relSlewSlack": 0.331,
        "fin_skew_ns": 0.0102,
        "drv_slew": 0,
        "fin_setup_tns_ns": 0,
        "grt_setup_unrepaired": "no",
    },
    "placement": {
        "place_ws_ns": 21.98,
        "place.gp.congestion": 0.937,
        "portBuffers": 50,
        "hpwlAfterDp_mm": 32.6,
    },
    "global_routing": {
        "antenna_found_initial": 0,
        "grt_max_degree": 46,
        "first_global_vias": 13081,
        "grt_pass1_wl_mm": 67.0,
        "grt.overflow.total": 0,
        "grt.total_usage": 0.273,
    },
    "outcome": {
        "status": "finished clean",
    },
    "min_path": {
        "hold_path.class": "reg -> reg",
        "hold_start": "rgb_se[1]",
    },
    "cells_and_area": {
        "syn2layout_area_growth_pct": 8.10,
        "most-common-layout-cells": "ha_1, nor2_1, nand2_1",
        "final_layout_size_suffix_gt1_frac": 0.0683,
        "layout_top_cell": "ha_1",
    },
}
through the flow:
| stage | hold WS [ns] | std cells | util | instance area [um^2] |
|---|---|---|---|---|
| final | 0.355 | 2366 | 0.552 | 16400 |
| after floorplan | 0.331 | 1941 | - | 15200 |
| after global placement | 0.336 | 2350 | 0.542 | 16100 |
| after CTS | 0.357 | 2366 | 0.552 | 16400 |
| after detailed placement | 0.339 | 2350 | 0.542 | 16100 |
| after global routing | 0.354 | 2366 | 0.552 | 16400 |
synthesized netlist by cell type, drive strengths merged (20+ instances only):
cell type	count
inv	129
xor2	40
o211ai	21
nor2b	32
a21oi	115
nand2	131
mux2i	27
clkbuf	40
mux2	46
a211oi	23
nor3	102
o31ai	28
o21ai	115
ha	234
nor2	177
xnor2	69
o21a	98
dfrtp	81
a31oi	20
nand4	27
nand3	27
nand2b	28
a21o	81
worst reg2reg max path: cells and delay by family (launching register included):
| family | cells | cell delay [ns] |
|---|---|---|
| AND-OR/OR-AND | 74 | 17.98 |
| flip-flops | 1 | 0.36 |
| buffers and inverters | 5 | 0.85 |
| AND/OR/NAND/NOR | 35 | 6.15 |
| adder cells (fa/ha/maj) | 16 | 4.79 |
| multiplexers | 4 | 1.20 |
metal layers:
layer	vias up	routed length (um)	global-route usage
met5	-	0	0
met4	0	601	0.0366
met3	37	1280	0.0173
met2	251	19000	0.455
met1	6595	19800	0.400
li1	7301	-	-
worst paths after layout:
check                              end  cells after the start  slack [ns]
setup / recovery              hsv_s[0]                    134       21.43
hold / removal             rgb_se_n[1]                      0        0.36
setup reg to reg              hsv_s[0]                    134       21.43
hold reg to reg            rgb_se_n[1]                      0        0.36
max in group asynchronous       max[5]                      2       41.69
min in group asynchronous     hsv_h[8]                      1       10.23
kinds of logic (layout without fill, tap and decap cells):
group | Yosys count | count (layout)
xor+xnor | 109 | 109
mux | 73 | 73
flops | 83 | 83
compound gates | 631 | 631
fa+ha+maj | 245 | 245
buf+inv | 178 | 213
simple gates | 622 | 622
area by class of cell:
type	instances	area, um^2
Tap cell	390	488
Multi-Input combinational cell	1680	12500
Sequential cell	83	2080
Fill cell	2779	13400
Clock buffer	11	243
Inverter	130	488
Timing Repair Buffer	67	626
Clock inverter	5	61.3
registers in the layout (all words and copies together) (netlist names):
signal    cells
top           8
hsv_h         9
max           8
hsv_v         8
rgb_se        3
rgb_se_n      3
hsv_s         8
max_min       8
min           8
top_60       12
max_n         8
